<file path="config.mk">
export PLATFORM = sky130hd
export DESIGN_NAME = regWithBenefits
export DESIGN_NICKNAME = regWithBenefits
export VERILOG_FILES = /design/flow/design.v
export SDC_FILE = /design/flow/constraint.sdc
export NUM_CORES = 4
export LEC_CHECK = 1
export CORE_AREA = 10 10 70 70
export DIE_AREA = 0 0 80 80
</file>
<file path="constraint.sdc">
current_design regWithBenefits

set clk_period 1.9
set clk_io_pct 0.2

create_clock -name clk0 -period $clk_period [get_ports {ck}]

set non_clock_inputs [all_inputs -no_clocks]
set_input_delay [expr $clk_period * $clk_io_pct] -clock clk0 $non_clock_inputs
set_output_delay [expr $clk_period * $clk_io_pct] -clock clk0 [all_outputs]
</file>
<file path="design.v">
package SerialTOFEDDefs_2of5;
parameter FBIBBLE_SIZE = 5;
parameter ONESPERFBIBBLE = 2;
typedef enum {FALSE, TRUE} bool_t;
typedef enum logic [4:0] {S1_0, S1_1, S2_0, S2_1, S2_2, S3_0, S3_1, S3_2, S3_3, S4_0, S4_1, S4_2, S4_3, S4_4, S5_0, S5_1, S5_2, S5_3, S5_4, S5_5, S_RST} state_t;
endpackage
module regWithBenefits #(parameter W = 4)
  (
  input logic [W-1 : 0] d,  
  input logic rst, ck, clr, ld, shl, serialIn,  
  output logic [W-1 : 0] q  
  );
  logic [W-1 : 0] internal_reg;
  always_ff @(posedge ck, posedge rst)  
  begin
    if (rst)  
    q <= 0;
    else if (clr)  
    q <= 0;
    else if (ld)  
    q <= d;
    else if (shl)  
    begin
      q <= q << 1;
      q[0] <= serialIn;
    end
  end
endmodule
</file>
<file path="run.sh">
#!/bin/bash
# OpenROAD 26Q1-2900-gdf79404cd8, Yosys 0.63+post, stock flow scripts
make -C /OpenROAD-flow-scripts/flow DESIGN_CONFIG=/design/flow/config.mk WORK_HOME=/design/flow/orfs finish
</file>
==> results.json <==
{
  "status": "finished clean",
  "netlist_area_um2": 214,
  "worst_slew_pin_slew_ps": 223,
  "grt_first_pass_wirelength_um": 1060,
  "pre_cts_ws_ps": 463,
  "worstPathMaxFanout": 3,
  "syn_avg_cell_area_um2": 11.3,
  "cp_top_family": "buffers and inverters",
  "synth_seq_share_pct": 46.8,
  "grt_max_degree": 6,
  "path_clk_slew_ps": 40,
  "top_register": "q",
  "cp_slowest_cell": "clkdlybuf4s50_1",
  "first_iter_violations": 2,
  "worstSkewPairLatency_ps": 230,
  "path_cells": "clkdlybuf4s50_1",
  "num_vias": 183,
  "finalNonFillerCells": 80,
  "vdd_drop_max_uv": 123,
  "cts_setup_buffers": 0,
  "yosys_warnings": 1,
  "placementRows": 21,
  "clockBufferDepth": 2,
  "tool_warnings": 25,
  "track_usage_pct": 2.16,
  "post_cts_resized": 0,
  "hp-class": "in -> async",
  "cp_num_buf_inv": 1,
  "ant_nets": 0,
  "slowest_delay_ps": 470,
  "finalCritPeriodShare_pct": 76.0,
  "setup_ws_ps": 456,
  "critPathLaunchType": "flop",
  "cts_buffers": 3,
  "whs_ps": 340,
  "post-route-drc-count": 0,
  "yosysChipArea_um2": 214,
  "hold_violations": 0,
  "drv_slew": 0,
  "maxCapViolCount": 0,
  "portBuffers": 13,
  "core_area_um2": 3420,
  "die-area_um2": 6400,
  "place_inst": 77,
  "regToRegSetupSlack_ps": 1110,
  "drt_pre_antenna_iters": 2,
  "max_freq_ghz": 0.692,
  "crit_type": "reg -> out",
  "grt_setup_unrepaired": "false",
  "largest_register_ffs": 4,
  "fp.dieW_um": 80,
  "die_h_um": 80,
  "via_per_inst": 2.29,
  "required_ps": 1520,
  "htree_levels": 1,
  "yosysUniqueCellTypes": 6,
  "routed_wl_um": 663,
  "p_leak_nw": 0.162,
  "top_level_ports": 14,
  "wire_per_inst_um": 8.29,
  "syn_to_final_growth_pct": 93.0,
  "drive_above_1_share_pct": 8.82,
  "cts.hold.buffers_added": 0,
  "top_regs": "q x4",
  "fin_crit_ps": 1440,
  "root_buffer": "clkbuf_4",
  "first_global_vias": 229,
  "maxSlewHeadroom_pct": 85.1,
  "antenna_cells": 0,
  "skew_ps": 2.33,
  "gp_congestion": 0.777,
  "ys_cells": 19,
  "cts.sinks": 4,
  "synth-seq-cells": 4,
  "initCoreUtil_pct": 6.26,
  "syn_inst": 19,
  "cts_tree": "built",
  "grt-ovfl-total": 0,
  "setup_tns_ps": 0,
  "powerDensity_nw_per_um2": 598,
  "setup_violations": 0,
  "cp-end-kind": "output pin",
  "arrival_ps": 1060,
  "antenna_found_initial": 0
}
cell type report:
type	count	area [µm²]
fill	397	3000
timing repair buffer	13	130
sequential	4	100
multi-input combinational	12	95.1
tap	46	57.6
clock buffer	3	22.5
inverter	2	7.51
kinds of logic after synthesis:
logic type      Yosys count  share of synthesized area [%]
flops                     4                           46.8
compound gates            4                           14.0
buf+inv                   3                           8.77
simple gates              4                           11.7
mux                       4                           18.7
synth_stat cells:
cell / instances / area [µm²]
a211oi_1: 4 / 30.0
dfrtp_1: 4 / 100
mux2i_1: 4 / 40.0
nor2b_1: 4 / 25.0
inv_1: 2 / 7.51
buf_6: 1 / 11.3
power by group:
part           total (W)  switching [W]  internal [W]
Combinational  0.0000499      0.0000151     0.0000348
Clock           0.000101      0.0000308     0.0000704
Sequential     0.0000960     0.00000416     0.0000918
Total           0.000247      0.0000501      0.000197
cells in the final DEF (no fill, tap or decap):
| cell | instances |
|---|---|
| inv_1 | 2 |
| dfrtp_1 | 4 |
| clkbuf_4 | 3 |
| a211oi_1 | 4 |
| mux2i_1 | 4 |
| clkdlybuf4s50_1 | 13 |
| nor2b_1 | 4 |
path summary, 6_finish.rpt:
| kind | start | to | cells after the start |
|---|---|---|---|
| max | q[0] | q[0] | 1 |
| min | rst | q[1] | 2 |
| max reg2reg | q[0] | q[1] | 2 |
| min reg2reg | q[3] | q[3] | 2 |
| max in group asynchronous | rst | q[3] | 2 |
| min in group clk0 | q[3] | q[3] | 2 |
per-stage QoR:
step / cell area (µm²) / total power [W] / utilization (%)
2_1_floorplan: 214 / 0.000113 / -
3_3_place_gp: 390 / 0.000146 / 11.4
3_5_place_dp: 390 / 0.000148 / 11.4
4_1_cts: 413 / 0.000255 / 12.1
5_1_grt: 413 / 0.000265 / 12.1
6_report: 413 / 0.000247 / 12.1
layer usage:
layer / global-route usage (%) / vias to the layer above / share of wire, %
met3: 2.16 / 4 / 27
met4: 1.58 / 0 / 6.3
li1: - / 96 / -
met2: 1.69 / 17 / 17
met5: 0 / - / 0
met1: 2.95 / 66 / 49
Power and IR drop assume default switching activity.
